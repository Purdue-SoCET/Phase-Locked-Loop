==> /design/flow/design.v <==
interface ahb_if #(
    parameter int ADDR_WIDTH = 32,
    parameter int DATA_WIDTH = 32
)(
    input HCLK,
    input HRESETn
);
    logic HSEL;
    logic HREADY;
    logic HREADYOUT;
    logic HWRITE;
    logic HMASTLOCK;
    logic HRESP;
    logic [1:0] HTRANS;
    logic [2:0] HBURST;
    logic [2:0] HSIZE;
    logic [ADDR_WIDTH - 1:0] HADDR;
    logic [DATA_WIDTH - 1:0] HWDATA;
    logic [DATA_WIDTH - 1:0] HRDATA;
    logic [(DATA_WIDTH/8) - 1:0] HWSTRB;
    assign HREADY = HREADYOUT;
    modport manager(
        input HCLK, HRESETn,
        input HREADY, HRESP, HRDATA,
        output HWRITE, HMASTLOCK, HTRANS,
        HBURST, HSIZE, HADDR, HWDATA, HWSTRB, HSEL
    );
    modport subordinate(
        input HCLK, HRESETn,
        input HSEL, HWRITE, HMASTLOCK, HTRANS,
        HBURST, HSIZE, HADDR, HWDATA, HWSTRB,
        output HREADYOUT, HRDATA, HRESP
    );
endinterface
    interface bus_protocol_if #(
        parameter ADDR_WIDTH = 32, 
        parameter DATA_WIDTH = 32
    )( );
        logic wen;  
        logic ren;  
        logic request_stall;  
        logic [ADDR_WIDTH-1 : 0] addr;  
        logic error;  
        logic [(DATA_WIDTH/8)-1 : 0] strobe;  
        logic [DATA_WIDTH-1 : 0] wdata, rdata;  
        logic is_burst;
        logic [1:0] burst_type;  
        logic [7:0] burst_length;  
        logic secure_transfer;  
        modport peripheral_vital (
            input wen, ren, addr, wdata, strobe,
            output rdata, error, request_stall
        );
        modport peripheral_hint (
            input is_burst, burst_type, burst_length, secure_transfer
        );
        modport protocol (
            input rdata, error, request_stall,
            output wen, ren, addr, wdata, strobe,  
            is_burst, burst_type, burst_length, secure_transfer  
        );
    endinterface
module dsdac_mod
	#(
		parameter DIN_W = 16,
		parameter DOUT_BITS = 5,
		parameter DOUT_W = 2**DOUT_BITS
	)
	(
		input logic VDD,
		input logic VSS,
		input logic clk_ref,
		input logic n_rst,
		input logic enable,
		input logic [DIN_W-1:0] din,
		input logic [DOUT_BITS-1:0] out_set,
		output logic [DOUT_BITS-1:0] mod_out,
		output logic signed [DIN_W-DOUT_BITS:0] mod_err,
		output logic [DOUT_W-1:0] dout,
		output logic [DOUT_W-1:0] dout_neg
	);
	localparam DOUT_RESET = {{(DOUT_W/2){1'b0}} , 1'b1, {(DOUT_W/2 -1){1'b0}}};
	localparam W_QUANT = DIN_W-DOUT_BITS+1;  
	localparam QUANT_THRESH = 2**(W_QUANT-1);
	logic signed [W_QUANT-1:0] accum;
	logic [DOUT_W-1:0] dout_next;
	logic signed [W_QUANT-1:0] accum_next;
	logic signed [W_QUANT:0] quant_in;
	logic quant_out;
	logic [DOUT_BITS-1:0] tw;
	logic [DOUT_BITS-1:0] din_int;
	logic signed [W_QUANT-1:0] din_frac;
	assign din_int = din[DIN_W-1:W_QUANT-1];
	assign din_frac = $signed({1'b0,din[W_QUANT-2:0]});
	integer i;
	always_comb begin
		if(enable == 1'b1) begin
			quant_in = din_frac + accum;
			quant_out = (quant_in >= QUANT_THRESH) ? 1'b1 : 1'b0;
			accum_next = {1'b0, quant_in[(DIN_W - DOUT_BITS-1):0]};
			tw = (&din_int) ? (DOUT_W-1) : din_int + quant_out;
		end else begin
			quant_in = 0;
			quant_out = 0;
			accum_next = accum;
			tw = out_set;
		end
		for(i=0; i< DOUT_W; i=i+1) begin
			if(tw == i) begin
				dout_next[i] = 1'b1;
			end else begin
				dout_next[i] = 1'b0;
			end
		end
	end
	always_ff @ (posedge clk_ref, negedge n_rst) begin
		if(n_rst == 1'b0) begin
			dout <= DOUT_RESET;
			dout_neg <= ~DOUT_RESET;
			accum <= 0;
		end else begin
			dout <= dout_next;
			dout_neg <= ~dout_next;
			accum <= accum_next;
		end
	end
	assign mod_out = tw;
	assign mod_err = $signed({quant_out, din[W_QUANT-2:0]});
endmodule
==> /design/flow/run.sh <==
#!/bin/bash
# OpenROAD 26Q1-2900-gdf79404cd8, Yosys 0.63+post, stock flow scripts
make -C /OpenROAD-flow-scripts/flow DESIGN_CONFIG=/design/flow/config.mk WORK_HOME=/design/flow/orfs finish
==> /design/flow/config.mk <==
export PLATFORM = sky130hd
export DESIGN_NAME = dsdac_mod
export DESIGN_NICKNAME = dsdac_mod
export VERILOG_FILES = /design/flow/design.v
export SDC_FILE = /design/flow/constraint.sdc
export NUM_CORES = 4
export LEC_CHECK = 1
export CORE_UTILIZATION = 30
==> /design/flow/constraint.sdc <==
current_design dsdac_mod

set clk_period 10.4
set clk_io_pct 0.2

create_clock -name clk0 -period $clk_period [get_ports {clk_ref}]

set non_clock_inputs [all_inputs -no_clocks]
set_input_delay [expr $clk_period * $clk_io_pct] -clock clk0 $non_clock_inputs
set_output_delay [expr $clk_period * $clk_io_pct] -clock clk0 [all_outputs]
==> impl_metrics.yaml <==
# yosys + openroad results
clocking:
  post_cts_buffers: 0
  clk_latency_ns: 0.33
  ctsResizeCount: 0
  h-tree-depth: 3
  path_clk_slew_ns: 0.06
  cts_buffers: 9
  cts.sinks: 75
  root_buffer: "clkbuf_16"
  ctsLongestPathBuffers: 2
  cts_tree: "done"
  hold_buffers: 0
detailed_routing:
  detail_route.wl_per_cell_um: 16.0
  drt-pass1-iter-count: 4
  antennaDiodeCount: 0
  ant_nets: 0
  first_iter_violations: 197
  drt-total-wl_um: 8830
  viasPerCell: 5.06
  drc_errors: 0
  vias: 2798
placed_design:
  gp_congestion: 0.855
  dp_slack_ns: 2.67
  portBuffers: 104
  place_hpwl_um: 6330
die:
  ios: 105
  die_w_um: 110
  die_h_um: 110
  fp_util_pct: 30.8
  core.rowCount: 39
  fp.coreArea_um2: 11400
  fp.dieArea_um2: 12200
logic_synthesis:
  edf_count: 0
  xor_share_pct: 2.24
  ys_sh_mux_pct: 1.89
  synth_cell_types: 58
  ys_chip_area_um2: 3520
  simple_gate_area_share_pct: 17.5
  syn-cell-area_um2: 3520
  synth_area_per_cell_um2: 11.3
  synthFlopType: "dfrtp_1"
  adder_share_pct: 5.19
  ys_ff: 75
  synth_seq_share_pct: 54.5
  ys_cells: 312
  top_cells_by_count: "43 x dfrtp_1, 32 x dfstp_2, 32 x nand3_1, 29 x nor3_1, 17 x a21oi_1"
  area_leaders: "dfrtp_1 31%, dfstp_2 24%, ha_1 4.6%"
  ys_sh_aoi_pct: 13.4
  syn-instance-count: 312
  yosysTopAreaCell: "dfrtp_1"
  top_area_share_pct: 30.6
  synthTopLogicFamily: "simple AND/OR/NAND/NOR gates"
  ys.warnings.count: 1
  yosys.cell_count.top_type: "dfrtp_1"
  synthArstFlopShare_pct: 100
grt:
  grt_usage_pct: 15.4
  grt_max_degree: 51
  antenna_found_initial: 0
  grt_pass1_wl_um: 13800
  grt_pass1_vias: 2720
  overflow: 0
sta:
  slew_headroom_pct: 41.7
  rsz0062_at_grt: "false"
  setup_viol: 0
  fin_ws_ns: 2.67
  finalHoldViolCount: 0
  fmax_ghz: 0.129
  setup-tns-final_ns: 0
  finalCriticalPeriod_ns: 7.73
  finalMaxSlewViolations: 0
  fin_crit_sh_pct: 74.4
  finClkSkew_ns: 0.00881
  worst_slew_pin_slew_ns: 0.875
worst_setup_path:
  worstSetupStartpointType: "input port"
  cp_cell_sequence: "clkdlybuf4s50_1 -> ha_1 -> a211oi_1 -> o211ai_1 -> nand4_1 -> nand2_1 -> ha_1 -> ha_1 -> nand3_1 -> xnor2_1 -> o22ai_4 -> inv_4 -> clkdlybuf4s50_1"
  critPathRequiredTime_ns: 8.32
  cp_slowest_cell: "o22ai_4"
  setup.worst_path.end_class: "output port"
  critical_path_depth: 13
  path_class: "in2out"
  arrival_ns: 5.65
  path_delay_family: "buffers and inverters"
  rr_worst_depth: 12
  critPathMaxFanout: 25
  max_stage_delay_ns: 0.55
  cp_common_cell: "ha_1"
  crit_buf_inv: 3
power:
  p_leak_nw: 1.96
  powerDensity_nw_per_um2: 207
  max-vdd-ir-drop_mv: 0.0926
layout:
  drive_gt1_share_pct: 15.9
  logic_area_um2: 1420
  area.growth.synth_to_final_pct: 40.1
  num-fill-cells: 1064
  flop_area_um2: 1920
hold_path:
  hold_depth: 2
  hold_path.class: "reg2reg"
job:
  drv_cap: 0
  warnings: 37
run_status:
  outcome: "completed"
sequential cells by signal, summed over array words and instances, names as in the netlist:
register and cells:
dout_neg 32, dout 32, accum 11
final timing paths:
check | start | slack [ns] | endpoint
worst max-delay path | din[1] | 2.67 | mod_out[4]
worst min-delay path | accum[5] | 0.51 | accum[5]
worst max register to register | accum[4] | 6.87 | dout[13]
worst min register to register | accum[5] | 0.51 | accum[5]
max in group asynchronous | n_rst | 7.82 | dout[2]
min in group asynchronous | n_rst | 1.65 | accum[8]
kinds of logic after synthesis:
logic type                 after synthesis
AOI/OAI and AO/OA                       62
DFF                                     75
and+or+nand+nor                        117
adders and majority gates               14
buffers and inverters                   29
muxes                                    6
xor gates and xnor gates                 9
placed cells by master, fill, tap and decap left out, types with 2 or more instances in the layout:
cell,n
a32o_1,3
xor2_1,2
nand2b_1,2
clkdlybuf4s50_1,103
a31oi_1,3
o2111a_1,2
xnor2_1,7
or3_1,3
dfrtp_1,43
inv_1,4
o21ai_0,5
nand4_1,9
o211ai_1,3
buf_4,3
clkbuf_16,12
nand3_1,32
a21o_1,6
nor2_1,9
nor4_1,8
a21oi_1,17
o2bb2ai_1,3
mux2_2,5
ha_1,13
dfstp_2,32
nor3_1,29
clkbuf_8,2
a31o_2,2
nand3b_1,2
a32oi_1,2
nand2_1,14
or2_2,2
area by class of cell:
class                      count  share of cell area (%)
sequential                    75                    38.9
multi-input combinational    208                    28.8
timing repair buffer         106                    21.4
clock buffer                  15                    6.73
tap                          143                    3.63
inverter                       5                   0.432
clock inverter                 1                   0.152
worst min-delay path: cells and delay by family (launching register included):
family,cells,cell delay (ns)
simple gates,1,0.05
compound gates,1,0.07
flops,1,0.34
metrics by stage:
step                      power [W]  area [µm²]  instances  util [%]  hold slack [ns]
after floorplan            0.000578        3520        312         -            0.457
after global routing        0.00109        4930        553      43.1            0.530
final                       0.00102        4930        553      43.1            0.509
after detailed placement   0.000687        4590        537      40.2            0.499
after global placement     0.000683        4590        537      40.2            0.479
after CTS                   0.00103        4930        553      43.1            0.516
metal layers:
metal / up-vias / GRT usage, % / routed length [µm]
li1: 1352 / - / -
met5: - / 0 / 0
met2: 119 / 22.8 / 3930
met4: 0 / 3.20 / 161
met1: 1315 / 23.0 / 3980
met3: 12 / 4.67 / 758
power by group:
part | switching, W | total (W) | internal [W] | leakage (nW)
clock | 0.000114 | 0.000332 | 0.000218 | 0.164
combinational | 0.000179 | 0.000334 | 0.000155 | 0.895
sequential | 0.0000178 | 0.000352 | 0.000334 | 0.905
Power is estimated from default activity; no workload was simulated.
