==> design/flow/design.v <==
interface ahb_if #(
    parameter int ADDR_WIDTH = 32,
    parameter int DATA_WIDTH = 32
)(
    input HCLK,
    input HRESETn
);
    logic HSEL;
    logic HREADY;
    logic HREADYOUT;
    logic HWRITE;
    logic HMASTLOCK;
    logic HRESP;
    logic [1:0] HTRANS;
    logic [2:0] HBURST;
    logic [2:0] HSIZE;
    logic [ADDR_WIDTH - 1:0] HADDR;
    logic [DATA_WIDTH - 1:0] HWDATA;
    logic [DATA_WIDTH - 1:0] HRDATA;
    logic [(DATA_WIDTH/8) - 1:0] HWSTRB;
    assign HREADY = HREADYOUT;
    modport manager(
        input HCLK, HRESETn,
        input HREADY, HRESP, HRDATA,
        output HWRITE, HMASTLOCK, HTRANS,
        HBURST, HSIZE, HADDR, HWDATA, HWSTRB, HSEL
    );
    modport subordinate(
        input HCLK, HRESETn,
        input HSEL, HWRITE, HMASTLOCK, HTRANS,
        HBURST, HSIZE, HADDR, HWDATA, HWSTRB,
        output HREADYOUT, HRDATA, HRESP
    );
endinterface
    interface bus_protocol_if #(
        parameter ADDR_WIDTH = 32, 
        parameter DATA_WIDTH = 32
    )( );
        logic wen;  
        logic ren;  
        logic request_stall;  
        logic [ADDR_WIDTH-1 : 0] addr;  
        logic error;  
        logic [(DATA_WIDTH/8)-1 : 0] strobe;  
        logic [DATA_WIDTH-1 : 0] wdata, rdata;  
        logic is_burst;
        logic [1:0] burst_type;  
        logic [7:0] burst_length;  
        logic secure_transfer;  
        modport peripheral_vital (
            input wen, ren, addr, wdata, strobe,
            output rdata, error, request_stall
        );
        modport peripheral_hint (
            input is_burst, burst_type, burst_length, secure_transfer
        );
        modport protocol (
            input rdata, error, request_stall,
            output wen, ren, addr, wdata, strobe,  
            is_burst, burst_type, burst_length, secure_transfer  
        );
    endinterface
module counter(
    input logic VDD,VSS,
    input logic  clk_ref,
    input logic  clk_out,
    input logic   n_rst,
    input logic   enable,
    output logic [7:0] count
);
typedef enum logic [1:0] {
    IDLE = 2'b00,
    UPDATE_COUNT_AND_RESET_INTERNAL = 2'b01,
    WAIT_FOR_NEGEDGE = 2'b10
} state_t;
state_t state, next_state;
logic [7:0] internal_count, next_internal_count;  
logic [7:0] next_count;
always_ff @(posedge clk_out, negedge n_rst) begin
    if (!n_rst) begin
        state <= IDLE;
        count <= 0;
        internal_count <= 0;
    end
    else if (enable) begin
        state <= next_state;
        count <= next_count;
        internal_count <= next_internal_count;  
    end
end
always_comb begin
    next_state = state;
    casez (state)
        IDLE: next_state = (clk_ref)? UPDATE_COUNT_AND_RESET_INTERNAL: IDLE;  
        UPDATE_COUNT_AND_RESET_INTERNAL: next_state = (clk_ref)? WAIT_FOR_NEGEDGE: IDLE;
        WAIT_FOR_NEGEDGE: if (!clk_ref) next_state = IDLE;
        default: next_state = IDLE;
    endcase
end
always_comb begin
    casez(state)
        IDLE: begin
            next_count = count;
            next_internal_count = internal_count + 1;
        end
        UPDATE_COUNT_AND_RESET_INTERNAL:  begin
            if (clk_ref) begin
                next_count = internal_count - 1;  
                next_internal_count = 2;
            end
            else begin
                next_count = count;
                next_internal_count = internal_count + 1;
            end
        end
        WAIT_FOR_NEGEDGE: begin
            next_count = count;
            next_internal_count = internal_count + 1;
        end
        default: begin
            next_count = count;
            next_internal_count = internal_count;
        end
    endcase
end
endmodule
==> design/flow/run.sh <==
#!/bin/bash
# OpenROAD 26Q1-2900-gdf79404cd8, Yosys 0.63+post, stock flow scripts
make -C /OpenROAD-flow-scripts/flow DESIGN_CONFIG=/design/flow/config.mk WORK_HOME=/design/flow/orfs finish
==> design/flow/config.mk <==
export PLATFORM = sky130hd
export DESIGN_NAME = counter
export DESIGN_NICKNAME = counter
export VERILOG_FILES = /design/flow/design.v
export SDC_FILE = /design/flow/constraint.sdc
export NUM_CORES = 4
export LEC_CHECK = 1
export CORE_AREA = 10 10 101 101
export DIE_AREA = 0 0 111 111
==> design/flow/constraint.sdc <==
current_design counter

set clk_period 2.5
set clk_io_pct 0.2

create_clock -name clk0 -period $clk_period [get_ports {clk_out}]

set non_clock_inputs [all_inputs -no_clocks]
set_input_delay [expr $clk_period * $clk_io_pct] -clock clk0 $non_clock_inputs
set_output_delay [expr $clk_period * $clk_io_pct] -clock clk0 [all_outputs]
==> impl_metrics.json <==
{
  "fill_cells": 896,
  "hold_depth": 2,
  "ys.flop_type": "dfrtp_1",
  "root_buffer": "clkbuf_8",
  "top_area_share_pct": 46.5,
  "numCtsBuffers": 3,
  "hpwlAfterDp_mm": 1.48,
  "tightestPinTransition_ns": 0.739,
  "cp-end-kind": "register",
  "ys_seq_share_pct": 49.2,
  "start_kind": "input port",
  "timing.final.ws_setup_ns": 0.577,
  "post-route-drc-count": 0,
  "cts-resized-gates": 0,
  "finalHoldViolations": 0,
  "critPathMaxFanout": 11,
  "drt_wl_total_mm": 1.98,
  "timing.final.crit_share_pct": 76.9,
  "critPathKind": "in2reg",
  "dp_slack_ns": 0.326,
  "synth_cells": 101,
  "ant_nets": 0,
  "slew_viol_final": 0,
  "place_congestion": 0.781,
  "grt_use_total_pct": 3.50,
  "fp_util_pct": 11.9,
  "fin_setup_tns_ns": 0,
  "maxClockFrequency_ghz": 0.520,
  "ys.flops": 19,
  "yosysCellCount": 101,
  "design_area_um2": 1240,
  "p_per_area_nw_per_um2": 862,
  "fp-row-count": 33,
  "leakage_nw": 0.478,
  "post_dp_cell_area_um2": 1200,
  "ys_top_cells_by_count": "18 x dfrtp_1, 11 x o21ai_0, 8 x a21oi_1",
  "ys_types": 34,
  "grt-ovfl-total": 0,
  "max_cap_viol_count": 0,
  "cts_tree": "done",
  "cts_hold_buffers": 0,
  "first_pass_iters": 4,
  "cts_num_sinks": 19,
  "min-delay-path-class": "reg2reg",
  "top_cell": "dfrtp_1",
  "ys_area_um2": 968,
  "final_util_pct": 15.3,
  "yosys.area.top_type": "dfrtp_1",
  "top_cells_by_area": "dfrtp_1 47%, o21ai_0 5.7%, a21oi_1 4.1%",
  "layout-drive-gt1-share_pct": 9.73,
  "vias": 759,
  "synthesis.area_um2": 968,
  "grt_max_degree": 20,
  "cts.reportedPaths.clkPinSlew_ns": 0.07,
  "ir_worst_vdd_mv": 0.220,
  "fin_crit_ns": 1.92,
  "reg2reg_depth": 5,
  "grt_pass1_vias": 755,
  "warning_count": 38,
  "diodes": 0,
  "die_width_um": 111,
  "finalClockSkew_ns": 0.00284,
  "critPathArrivalTime_ns": 2.11,
  "die_h_um": 111,
  "grt_pass1_wl_mm": 3.66,
  "worstPathRequired_ns": 2.68,
  "drt_iter0_drc": 52,
  "maxSlewHeadroom_pct": 50.1,
  "insertion_delay_ns": 0.25,
  "die_area_um2": 12300,
  "io_pins": 12,
  "avgSynthCellArea_um2": 9.59,
  "coreArea_um2": 8130,
  "rsz0062_at_grt": "no",
  "area_growth_pct": 28.3,
  "cts_max_path_buffers": 2,
  "async_reset_ff_share_pct": 100,
  "antenna_found_initial": 0,
  "yosys_warnings": 1,
  "edf_count": 0,
  "post_drt_wl_per_cell_um": 9.09,
  "h-tree-depth": 1,
  "port_buffers": 11,
  "viasPerCell": 3.48,
  "holdWs_ns": 0.479,
  "status": "finished, final reports clean",
  "cts_setup_buffers": 0,
  "setup_viol": 0
}
## cell type report
type | count | area [um2] | share of cell area (%)
Clock buffer | 3 | 41.3 | 3.32
Clock inverter | 1 | 5.00 | 0.403
Multi-Input combinational cell | 71 | 440 | 35.4
Inverter | 6 | 22.5 | 1.81
Timing Repair Buffer | 13 | 125 | 10.1
Tap cell | 105 | 131 | 10.6
Sequential cell | 19 | 477 | 38.4
## power breakdown
part	switching, W	internal [W]	leakage, nW	total (W)
sequential	0.000111	0.000407	0.240	0.000518
combinational	0.000137	0.000203	0.212	0.000340
clock	0.000102	0.000111	0.0255	0.000212
## state kept, by name, summed over array words and instances, names as in the netlist, named ones only
register        flops
state               2
count               8
internal_count      8
## cell usage in the layout, fill, tap and decap left out, drive strengths merged, types with 3 or more instances in the layout
cell type,count
a21oi,8
clkbuf,3
clkdlybuf4s50,11
dfrtp,18
inv,6
nand2,6
nand3,5
nand4,3
nor2,6
o21ai,11
or3,4
## logic make-up after synthesis
group / after synthesis / synth area share [%]
buf+inv: 11 / 5.30
flops: 19 / 49.2
mux: 2 / 2.20
xor+xnor: 3 / 2.71
simple gates: 34 / 19.5
compound gates: 30 / 18.5
fa+ha+maj: 2 / 2.58
## metrics by stage
stage / total power (W) / std cells
final: 0.00107 / 218
after global routing: 0.00118 / 218
after CTS: 0.00109 / 218
after detailed placement: 0.000873 / 214
after global placement: 0.000862 / 214
after floorplan: 0.000707 / 101
## critical path, cell delays in order
cell	delay, ns
clkdlybuf4s50_1	0.66
o311ai_0	0.32
or4_1	0.47
a21oi_1	0.15
## final timing paths
kind,startpoint,to,slack [ns]
max,enable,internal_count[6],0.58
min,count[3],count[3],0.48
max reg2reg,internal_count[0],count[6],0.70
min reg2reg,count[3],count[3],0.48
max in group asynchronous,n_rst,async pin,1.66
min in group asynchronous,n_rst,count[0],0.58
## metal layers
metal / vias to the layer above / track usage, % / routed length [um]
li1: 397 / - / -
met1: 346 / 4.80 / 1000
met2: 14 / 4.76 / 777
met3: 2 / 2.03 / 192
met4: 0 / 0.347 / 10
met5: - / 0 / 0
Power figures rest on the tool's default switching activity, not on a simulated workload.
