`./design.v`:
```
interface ahb_if #(
    parameter int ADDR_WIDTH = 32,
    parameter int DATA_WIDTH = 32
)(
    input HCLK,
    input HRESETn
);
    logic HSEL;
    logic HREADY;
    logic HREADYOUT;
    logic HWRITE;
    logic HMASTLOCK;
    logic HRESP;
    logic [1:0] HTRANS;
    logic [2:0] HBURST;
    logic [2:0] HSIZE;
    logic [ADDR_WIDTH - 1:0] HADDR;
    logic [DATA_WIDTH - 1:0] HWDATA;
    logic [DATA_WIDTH - 1:0] HRDATA;
    logic [(DATA_WIDTH/8) - 1:0] HWSTRB;
    assign HREADY = HREADYOUT;
    modport manager(
        input HCLK, HRESETn,
        input HREADY, HRESP, HRDATA,
        output HWRITE, HMASTLOCK, HTRANS,
        HBURST, HSIZE, HADDR, HWDATA, HWSTRB, HSEL
    );
    modport subordinate(
        input HCLK, HRESETn,
        input HSEL, HWRITE, HMASTLOCK, HTRANS,
        HBURST, HSIZE, HADDR, HWDATA, HWSTRB,
        output HREADYOUT, HRDATA, HRESP
    );
endinterface
    interface bus_protocol_if #(
        parameter ADDR_WIDTH = 32, 
        parameter DATA_WIDTH = 32
    )( );
        logic wen;  
        logic ren;  
        logic request_stall;  
        logic [ADDR_WIDTH-1 : 0] addr;  
        logic error;  
        logic [(DATA_WIDTH/8)-1 : 0] strobe;  
        logic [DATA_WIDTH-1 : 0] wdata, rdata;  
        logic is_burst;
        logic [1:0] burst_type;  
        logic [7:0] burst_length;  
        logic secure_transfer;  
        modport peripheral_vital (
            input wen, ren, addr, wdata, strobe,
            output rdata, error, request_stall
        );
        modport peripheral_hint (
            input is_burst, burst_type, burst_length, secure_transfer
        );
        modport protocol (
            input rdata, error, request_stall,
            output wen, ren, addr, wdata, strobe,  
            is_burst, burst_type, burst_length, secure_transfer  
        );
    endinterface
`timescale 1ns/1ps
module lf #(
    parameter ERR_SIZE = 8,
    parameter ACCUMULATOR_SIZE = 24,
    parameter K_INT_SIZE = 8,
    parameter K_FRAC_SIZE = 8,
    parameter LF_OUT_SIZE = 16
) (
    input wire VDD,
    input wire VSS,
    input wire clk_ref,
    input wire n_rst,
    input logic enable,
    input signed [ERR_SIZE - 1:0] lf_in,                 
    input signed [(K_INT_SIZE + K_FRAC_SIZE) - 1:0] Kp,  
    input signed [(K_INT_SIZE + K_FRAC_SIZE)- 1:0] Ki,   
    output logic [LF_OUT_SIZE - 1:0] lf_out              
);
logic signed [ACCUMULATOR_SIZE - 1 : 0] accumulator;
logic signed [ACCUMULATOR_SIZE - 1 : 0] temp_next_accumulator;
logic signed [ACCUMULATOR_SIZE - 1 : 0] next_accumulator;
logic signed [LF_OUT_SIZE - 1:0] intermediate_lf_out;
logic [LF_OUT_SIZE - 1:0] next_lf_out;
always_ff @ (posedge clk_ref,negedge n_rst) begin
    if (!n_rst) begin
        accumulator <= 0;
        lf_out <= 0;
    end
    else if (enable) begin
        accumulator <= next_accumulator;
        lf_out <= next_lf_out;
    end
end
always_comb begin
    temp_next_accumulator = accumulator + lf_in;
    if (!accumulator[ACCUMULATOR_SIZE-1] && !lf_in[ERR_SIZE-1] && (temp_next_accumulator) < 0)
        next_accumulator = {1'b0, {ACCUMULATOR_SIZE-1{1'b1}}};  
    else if (accumulator[ACCUMULATOR_SIZE-1] && lf_in[ERR_SIZE-1] && (temp_next_accumulator) >= 0)
        next_accumulator = {1'b1, {ACCUMULATOR_SIZE-1{1'b0}}};  
    else
        next_accumulator = accumulator + lf_in;
    intermediate_lf_out = ((lf_in * Kp) >> K_FRAC_SIZE) + ((accumulator * Ki) >> K_FRAC_SIZE);
    next_lf_out = $unsigned(intermediate_lf_out) + (1 << (LF_OUT_SIZE - 1));
end
endmodule
```
`./run.sh`:
```
#!/bin/bash
# OpenROAD 26Q1-2900-gdf79404cd8, Yosys 0.63+post, stock flow scripts
make -C /OpenROAD-flow-scripts/flow DESIGN_CONFIG=/design/flow/config.mk WORK_HOME=/design/flow/orfs finish
```
`./config.mk`:
```
export PLATFORM = sky130hd
export DESIGN_NAME = lf
export DESIGN_NICKNAME = lf
export VERILOG_FILES = /design/flow/design.v
export SDC_FILE = /design/flow/constraint.sdc
export NUM_CORES = 4
export LEC_CHECK = 1
export CORE_UTILIZATION = 50
```
`./constraint.sdc`:
```
current_design lf

set clk_period 9.6
set clk_io_pct 0.2

create_clock -name clk0 -period $clk_period [get_ports {clk_ref}]

set non_clock_inputs [all_inputs -no_clocks]
set_input_delay [expr $clk_period * $clk_io_pct] -clock clk0 $non_clock_inputs
set_output_delay [expr $clk_period * $clk_io_pct] -clock clk0 [all_outputs]
```
==> run notes <==
fresh numbers from the pnr run: Max-slew headroom roughly 40%, dpl ws -0.0131 ns, logic area between 0.01 and 0.015 mm2, Mapped Cells approximately 1,800, Finished Layout Cells 2,267, Worst Max-Slew Pin Slew 0.897 ns, final instance area 0.0172 mm2, Critical Path RT 9.81 ns, Buf+Inv Stages, Crit Path 7, Clock Skew 0.00614 ns, crit path max fanout 10, synthesized flop and latch total 40, final setup fails 0, # diodes 0, Max Fclk about 110 MHz, CTS tree done, Post-Syn Area 0.0156 mm2, fraction of layout cells with a size suffix above 1 6.31%, Routed WL 35,900 um, Setup WS post-layout 0.450 ns, largest net degree at the start of global routing 47, Post-DRT Antenna Nets 0, Sum Neg Setup Slack 0 ns, Slew Viols, Final 0, hpwl dp 30,400 um, number of I/O port buffers 58, Die Ht 179 um, FF/Latch Area around 0.001 mm2, via/cell ratio 5.06, Longest Clk Path Bufs 2, family with the most delay on the worst path adder cells, initial antenna violation count 0, chip area 0.0319 mm2, MaxCap Viol Count 0, final count of hold timing violations 0, Iter 0 DRT Violations about 440, endpoint type of the worst setup path flip-flop, core footprint 0.0307 mm2, Crit path arrival time 9.36 ns, flop2flop setup slack 1.80 ns, final hold slack 0.505 ns, first-pass GRT wire length 60,700 um, worst hold path class reg2reg, synthesis-to-layout area growth 10.2%, register area share after synthesis under 10%, total CTS buffers 5, number of fillers in the final layout 2,787, vias in the first global route 11,898, Avg WL per Cell approximately 16 um, Post-route DRC 0, Placer Congestion 0.892, Syn Area/Cell 8.73 um2, status finished, final reports clean, Critical Path Stages 32, Via Count roughly 11,000, FFs w/ async S/R, synth 100%, placed cell area 0.0170 mm2, CTS Root Cell clkbuf_16, RR Endpoint lf_out[15], GRT Util Overall 26.0%, Tcrit/Tclk final 95.3%, ys flop type dfrtp_1, Sink Count ~40, Latency at later pin 0.30 ns, Critical Path Sink lf_out[15], fp util 50.8%, Yosys chip area between 0.015 and 0.02 mm2, CP max stage cell fa_1, I/O pin count 59, Congestion Overflow GR 0, Crit path largest cell delay 0.55 ns, r2r startpoint accumulator[7], 1st-pass router iterations 5, post-synth cell types 62, clk slew on worst S/H paths 0.06 ns, Yosys warnings 1, # H-tree levels 2, yosys cell count about 1,800, cell mode on critical path fa_1, Worst setup SP type primary input, Setup CP Type in2reg, fin crit period approximately 9 ns, die width 179 um, Log Warnings 38, FP Rows 64, Final Util between 50 and 60%, placed instance count approximately 2,300, R2R depth 31, critical path startpoint Ki[1], flip-flops with a built-in enable 0, Post-CTS Setup Inserts 0
==> flip-flops by register name, summed over array words and instances (netlist names) <==
name	cells
accumulator	24
lf_out	16
==> cell type report <==
cell class | instances | share of cell area, %
sequential | 40 | 5.83
inverter | 399 | 8.72
timing repair buffer | 136 | 6.94
tap | 396 | 2.88
multi-input combinational | 1289 | 74.9
clock inverter | 1 | 0.0291
clock buffer | 6 | 0.750
==> cell usage in the layout (no fill, tap or decap), drive strengths merged, types with 40 or more instances in the layout <==
| master | synthesis | final |
|---|---|---|
| buf | 10 | 80 |
| ha | 170 | 170 |
| and2 | 194 | 194 |
| nand2 | 202 | 202 |
| fa | 294 | 294 |
| clkdlybuf4s50 | 0 | 52 |
| dfrtp | 40 | 40 |
| nor2 | 68 | 68 |
| xnor2 | 68 | 68 |
| inv | 399 | 399 |
| a21oi | 62 | 62 |
==> cell families after synthesis <==
family,share of synthesized area [%]
AOI/OAI and AO/OA,7.44
xor gates and xnor gates,4.98
adders and majority gates,51.4
buffers and inverters,11.3
DFF,6.42
muxes,0.859
and+or+nand+nor,17.6
==> metal layers <==
metal  vias to the layer above  part of all wire, %  GRT usage, %
met4                         0                  1.1          2.47
met5                         -                    0             0
li1                       5570                    -             -
met2                       239                   47          40.6
met1                      5630                   46          40.4
met3                        26                  5.5          6.21
==> worst min-delay path by stage <==
| stage | start | endpoint | slack, ns | cells past startpoint |
|---|---|---|---|---|
| final | lf_out[13] | lf_out[13] | 0.50 | 1 |
| after global routing | lf_out[13] | lf_out[13] | 0.52 | 1 |
| after CTS | lf_out[13] | lf_out[13] | 0.51 | 1 |
==> synthesized netlist by cell type, types with 8 or more instances <==
cell	number	share of area [%]
nand3_1	13	0.42
inv_1	399	9.6
dfrtp_1	40	6.4
o21bai_1	8	0.39
ha_1	170	14
nor3_1	9	0.29
a21oi_1	59	1.9
o21a_1	15	0.72
nand2_1	202	4.9
and3_1	10	0.40
xor2_1	18	1.0
clkbuf_1	46	1.1
nor2_1	67	1.6
fa_1	294	38
mux2_2	11	0.79
xnor2_1	68	3.8
and2_1	194	7.8
o21ai_0	29	0.93
nand2b_1	18	0.72
a21o_1	17	0.82
==> timing repair <==
action,in CTS,in global routing
gates resized,0,10
setup endpoints to repair,0,2
hold buffers,0,0
hold endpoints to repair,0,0
